**./config.mk**
```make
export PLATFORM = sky130hd
export DESIGN_NAME = cordic
export DESIGN_NICKNAME = cordic
export VERILOG_FILES = /design/flow/design.v
export SDC_FILE = /design/flow/constraint.sdc
export NUM_CORES = 4
export LEC_CHECK = 1
export CORE_UTILIZATION = 50
```
**./design.v**
```verilog
`timescale 1ns / 1ps
module cordic # (
    DATA_WIDTH = 12
)
(
    input clock,
    input reset,    
    output signed [DATA_WIDTH:0] sine,
    output signed [DATA_WIDTH:0] cosine
);
    localparam A = 16'h04DB;  
    logic [DATA_WIDTH:0] phase;
    logic [1:0] quarter;
    logic signed [DATA_WIDTH:0] x0;
    logic signed [DATA_WIDTH:0] y0;
    assign x0 = A;
    assign y0 = '0;
    phase_controller # (
        .PHASE_WIDTH(13)
    ) phase_controller_dut (
        .clock(clock),
        .phase(phase),
        .quadrant(quarter)
    );
    logic signed [DATA_WIDTH:0] x_out;
    logic signed [DATA_WIDTH:0] y_out;
    logic [1:0] quarter_out;
    cordic_chain # (
        .DATA_WIDTH(12),
        .ANGLE_WIDTH(16),
        .ITERATIONS(16)
    ) cordic_chain_dut (
        .clock(clock),
        .reset(reset),
        .quarter_in(quarter),
        .x_in(x0),
        .y_in(y0),
        .angle_in(phase),        
        .x_out(x_out),
        .y_out(y_out),
        .quarter_out(quarter_out)        
    );
    quarter_selector # (
        .DATA_WIDTH(12)
    ) quarter_selector_dut (
        .clock(clock),
        .reset(reset),
        .quarter(quarter_out),
        .x_in(x_out),
        .y_in(y_out),
        .x_out(cosine),
        .y_out(sine)
    );
endmodule
`timescale 1ns / 1ps
module cordic_chain #(
    DATA_WIDTH = 12,
    ANGLE_WIDTH = 16,
    ITERATIONS = 16
)
(
    input clock,
    input reset,
    input [1:0] quarter_in,
    input signed [DATA_WIDTH:0] x_in,
    input signed [DATA_WIDTH:0] y_in,
    input signed [DATA_WIDTH:0] angle_in,
    output signed [DATA_WIDTH:0] x_out,
    output signed [DATA_WIDTH:0] y_out, 
    output [1:0] quarter_out 
 );
    logic [1:0] quarters [ITERATIONS:0];
    logic signed [DATA_WIDTH:0] xs [ITERATIONS:0];
    logic signed [DATA_WIDTH:0] ys [ITERATIONS:0];
    logic signed [ANGLE_WIDTH:0] zs [ITERATIONS:0];   
    assign quarters[0] = quarter_in;
    assign xs[0] = x_in;
    assign ys[0] = y_in;
    assign zs[0] = {1'b0, angle_in[DATA_WIDTH-1:0], 4'b0000};
    function [ANGLE_WIDTH:0] tan_angle; 
        input [3:0] iteration;
        begin
            case (iteration)
            4'b0000: tan_angle = 17'd25736;  
            4'b0001: tan_angle = 17'd15192;  
            4'b0010: tan_angle = 17'd8028;  
            4'b0011: tan_angle = 17'd4074;  
            4'b0100: tan_angle = 17'd2045;  
            4'b0101: tan_angle = 17'd1024;  
            4'b0110: tan_angle = 17'd512;  
            4'b0111: tan_angle = 17'd256;  
            4'b1000: tan_angle = 17'd128;  
            4'b1001: tan_angle = 17'd64;  
            4'b1010: tan_angle = 17'd32;  
            4'b1011: tan_angle = 17'd16;  
            4'b1100: tan_angle = 17'd8;  
            4'b1101: tan_angle = 17'd4;  
            4'b1110: tan_angle = 17'd2;  
            4'b1111: tan_angle = 17'd1;  
            endcase
        end
    endfunction
    genvar i;
    generate 
    for (i = 0; i < ITERATIONS; i++) begin
        rotator # (
            .DATA_WIDTH(DATA_WIDTH),
            .ANGLE_WIDTH(ANGLE_WIDTH),
            .ITERATION(i),
            .TAN_ANGLE(tan_angle(i))
        ) rotator_dut (
            .clock(clock),
            .reset(reset),
            .quarter_in(quarters[i]),
            .x_in(xs[i]),
            .y_in(ys[i]),
            .z_in(zs[i]),
            .quarter_out(quarters[i+1]),
            .x_out(xs[i+1]),
            .y_out(ys[i+1]),
            .z_out(zs[i+1])        
        );   
    end
    endgenerate
    assign x_out = xs[ITERATIONS];
    assign y_out = ys[ITERATIONS];
    assign quarter_out = quarters[ITERATIONS];
endmodule
`timescale 1ns / 1ps
module phase_controller # (
    PHASE_WIDTH = 13
) 
(
    input clock, 
    output [PHASE_WIDTH-1:0] phase,
    output [1:0] quadrant   
);
localparam frequence_fraction = 8'd56;
localparam frequence_reverse_fraction = 8'd100 - frequence_fraction;
localparam phase_90 = 13'd3216;
localparam base_step = 2'd1;
localparam extended_step = 2'd2;
typedef enum logic [1:0] {
    QUADRANT_I, 
    QUADRANT_II,
    QUADRANT_III,
    QUADRANT_IV
} quadrant_state;
logic [PHASE_WIDTH-1:0] phase_out = '0;
logic inc_en = '0; 
logic counter_reset = '0;
logic [15:0] counter = '0;
always_ff @(posedge clock) begin
    if (counter_reset) begin
        counter <= '0;
    end
    else begin
        if (counter >= 8'd100) begin
            inc_en <= '1;
            counter <= counter - frequence_reverse_fraction;
        end
        else begin
            inc_en <= '0;
            counter <= counter + frequence_fraction;
        end
    end
end
quadrant_state quadrant_out = QUADRANT_I;
logic [15:0] angle_counter = '0;
assign quadrant = quadrant_out;
assign phase = phase_out;
always_ff @(posedge clock) begin
    case (quadrant_out)
        QUADRANT_I: begin
            if (angle_counter >= phase_90) begin
                quadrant_out <= QUADRANT_II;
                angle_counter <= '0;                
            end
            else begin
                if (inc_en) begin
                    phase_out <= phase_out + extended_step;
                    angle_counter <= angle_counter + extended_step;
                end
                else begin
                    phase_out <= phase_out + base_step;
                    angle_counter <= angle_counter + base_step;
                end
            end
        end
        QUADRANT_II: begin
            if (angle_counter >= phase_90) begin
                quadrant_out <= QUADRANT_III;
                angle_counter <= '0;                
            end
            else begin
                if (inc_en) begin
                    phase_out <= phase_out - extended_step;
                    angle_counter <= angle_counter + extended_step;
                end
                else begin
                    phase_out <= phase_out - base_step;
                    angle_counter <= angle_counter + base_step;
                end
            end           
        end
        QUADRANT_III: begin
            if (angle_counter >= phase_90) begin
                quadrant_out <= QUADRANT_IV;
                angle_counter <= '0;                
            end
            else begin
                if (inc_en) begin
                    phase_out <= phase_out + extended_step;
                    angle_counter <= angle_counter + extended_step;
                end
                else begin
                    phase_out <= phase_out + base_step;
                    angle_counter <= angle_counter + base_step;
                end
            end        
        end
        QUADRANT_IV: begin
            if (angle_counter >= phase_90) begin
                quadrant_out <= QUADRANT_I;
                angle_counter <= '0;                
            end
            else begin
                if (inc_en) begin
                    phase_out <= phase_out - extended_step;
                    angle_counter <= angle_counter + extended_step;
                end
                else begin
                    phase_out <= phase_out - base_step;
                    angle_counter <= angle_counter + base_step;
                end
            end                                 
        end
    endcase
end
always_ff @(posedge clock) begin
    if (angle_counter >= phase_90) begin
        counter_reset <= '1;
    end
    else begin
        counter_reset <= '0;
    end
end
endmodule
`timescale 1ns / 1ps
module quarter_selector # (
    DATA_WIDTH = 12
)
(
    input clock, 
    input reset,
    input [1:0] quarter,
    input signed [DATA_WIDTH:0] x_in,
    input signed [DATA_WIDTH:0] y_in,
    output signed [DATA_WIDTH:0] x_out,
    output signed [DATA_WIDTH:0] y_out
);
logic [DATA_WIDTH:0] x_up, x_down;
logic [DATA_WIDTH:0] y_up, y_down;
assign x_up = x_in + 13'h800;
assign x_down = 13'h800 - x_in;
assign y_up = y_in + 13'h800;
assign y_down = 13'h800 - y_in;
logic [DATA_WIDTH:0] X, Y;
always_ff @(posedge clock) begin
    if (reset) begin
        X <= '0;
        Y <= '0;    
    end
    else begin
        case (quarter)
            2'b00: begin
                X <= x_up;
                Y <= y_up; 
            end
            2'b01: begin
                X <= x_down;
                Y <= y_up;                        
            end
            2'b10: begin
                X <= x_down;
                Y <= y_down;                                    
            end
            2'b11: begin
                X <= x_up;
                Y <= y_down;                                               
            end
        endcase    
    end
end
assign x_out = X;
assign y_out = Y;
endmodule
`timescale 1ns / 1ps
module rotator # (
    DATA_WIDTH = 12,
    ANGLE_WIDTH = 16,
    ITERATION = 0,
    TAN_ANGLE = 0
)
(
    input clock, 
    input reset,
    input [1:0] quarter_in,
    input signed [DATA_WIDTH:0] x_in,
    input signed [DATA_WIDTH:0] y_in,
    input signed [ANGLE_WIDTH:0] z_in,
    output [1:0] quarter_out,
    output signed [DATA_WIDTH:0] x_out,
    output signed [DATA_WIDTH:0] y_out,
    output signed [ANGLE_WIDTH:0] z_out
);
    function signed [DATA_WIDTH:0] shift_register(
        input signed [DATA_WIDTH:0] register, 
        input integer n
    );
        integer i;
        begin
            shift_register = register;
            for (i = 0; i < n; i++) begin
                shift_register = {register[DATA_WIDTH], shift_register[DATA_WIDTH:1]};
            end
        end
    endfunction
    logic signed [DATA_WIDTH:0] Xd, Yd;
    assign Xd = shift_register(x_in, ITERATION);
    assign Yd = shift_register(y_in, ITERATION);   
    logic signed [DATA_WIDTH:0] X, Y; 
    logic signed [ANGLE_WIDTH:0] Z; 
    always_ff @(posedge clock) begin
        if (z_in < 0) begin
            X <= x_in + Yd;
            Y <= y_in - Xd;
            Z <= z_in + TAN_ANGLE;
        end
        else begin
            X <= x_in - Yd;
            Y <= y_in + Xd;
            Z <= z_in - TAN_ANGLE;
        end   
    end    
    assign x_out = X;
    assign y_out = Y;
    assign z_out = Z;    
    assign quarter_out = quarter_in;
endmodule
```
**./constraint.sdc**
```tcl
current_design cordic

set clk_period 5.7
set clk_io_pct 0.2

create_clock -name clk0 -period $clk_period [get_ports {clock}]

set non_clock_inputs [all_inputs -no_clocks]
set_input_delay [expr $clk_period * $clk_io_pct] -clock clk0 $non_clock_inputs
set_output_delay [expr $clk_period * $clk_io_pct] -clock clk0 [all_outputs]
```
**./run.sh**
```bash
#!/bin/bash
# OpenROAD 26Q1-2900-gdf79404cd8, Yosys 0.63+post, stock flow scripts
make -C /OpenROAD-flow-scripts/flow DESIGN_CONFIG=/design/flow/config.mk WORK_HOME=/design/flow/orfs finish
```
==> impl_metrics.py <==
# Synthesis and PnR figures
metrics = {
    "global_routing": {
        "grtUsageTotal_pct": 19.4,
        "grt_antenna_before_repair": 0,
        "grt_pass1_wl_mm": 123,
        "grt_max_degree": 39,
        "vias_in_the_first_global_route": 26200,
        "grt_overflow": 0,
    },
    "worst_setup_path": {
        "cp_common_cell": "sky130_fd_sc_hd__a21oi_1",
        "worstPathArrival_ns": 3.67,
        "crit_path_start_kind": "register",
        "crit_path_cell_trace": "inv_1 > nor2_1 > a21oi_1 > ha_1 > and3_1 > a221oi_1 > o221ai_1 > a21o_1 > a21oi_1 > xnor2_1",
        "timing_worst_setup_path_type": "register to register",
        "timing.critical_path.to_type": "register",
        "critical_path_peak_fanout": 15,
        "worst_ep_required_time_ns": 6.23,
        "crit_path_top_delay_cell": "sky130_fd_sc_hd__dfxtp_1",
        "critical_path.max_stage_delay_ns": 0.61,
        "critical_path.top_delay_family": "AND-OR/OR-AND gates",
        "critPathBufInv": 1,
    },
    "cts": {
        "cts_resized": 0,
        "clkLatencyLatePin_ns": 0.61,
        "clock_sinks": 658,
        "number_of_buffers_added_by_the_clock_tree_synthesis_step": 75,
        "cts_setup_buffers": 0,
        "tritoncts": "built",
        "cts_hold_buf": 0,
        "cts.reportedPaths.clkPinSlew_ns": 0.06,
        "htree_levels": 3,
        "cts.path.max_buffers": 3,
        "buffer_cell_driving_the_clock_tree_root": "sky130_fd_sc_hd__clkbuf_16",
    },
    "final_layout": {
        "area_growth_pct": 10.2,
        "final_layout_size_suffix_gt1_share_pct": 4.21,
        "postLayoutCellArea_sq_mm": 0.0423,
        "finalCoreUtilization_pct": 55.6,
        "final_cells": 5284,
    },
    "final_timing": {
        "rsz_0062_raised_after_global_routing": "no",
        "fin_setup_tns_ns": 0,
        "final.period_utilization_pct": 55.2,
        "worst_hold_slack_ns": 0.322,
        "timing.slew.headroom_pct": 43.3,
        "skew_ns": 0.0245,
        "drv_slew": 0,
        "layout_min_cycle_time_ns": 3.15,
        "hold_viol": 0,
        "timing.final.setup_violations": 0,
        "final.setup.worst_slack_ns": 2.55,
        "tightestPinTransition_ns": 0.829,
        "max_freq_ghz": 0.318,
    },
    "logic_synthesis": {
        "synth.yosys.num_cells": 4132,
        "logic_family": "adder cells",
        "yosys.area_share.simple_pct": 11.9,
        "edf_count": 15,
        "synth-seq-cells": 658,
        "synth.largest_area_cell": "sky130_fd_sc_hd__dfxtp_1",
        "ff_type": "sky130_fd_sc_hd__dfxtp_1",
        "async_reset_ff_share_pct": 0,
        "netlist_top_cells_area": "sky130_fd_sc_hd__dfxtp_1, sky130_fd_sc_hd__ha_1, sky130_fd_sc_hd__xnor2_1",
        "top_area_share_pct": 33.6,
        "ys_sh_aoi_pct": 17.5,
        "postSynthAreaPerCell_sq_um": 9.28,
        "synth-area-yosys_sq_mm": 0.0384,
        "adder_share_pct": 19.6,
        "instance_tally_after_logic_synthesis": 4132,
        "yosysWarnings": 27,
        "synth_cell_type_count": 79,
        "mux_share_pct": 1.41,
        "yosysSeqAreaShare_pct": 34.7,
        "synth_xor_xnor_area_share_pct": 11.8,
        "syn-cell-area_sq_mm": 0.0384,
    },
    "route": {
        "antennaDiodeCount": 0,
        "drc": 0,
        "vias_per_cell": 5.22,
        "detail_route.wl_per_cell_microns": 13.5,
        "starting_drt_drc_count": 1156,
        "num_vias": 27600,
        "antenna_violating_nets_post_route": 0,
        "wl_mm": 71.3,
        "number_of_optimization_iterations_in_the_first_detailed_route_pass": 6,
    },
    "floorplan": {
        "fp_util_pct": 50.5,
        "die_height_microns": 279,
        "design.die.area_sq_mm": 0.0778,
        "design.portCount": 28,
        "floorplan.die.width_microns": 279,
        "core.rowCount": 101,
        "fp.coreArea_sq_mm": 0.0759,
    },
    "job": {
        "cap_violations": 0,
        "openroad.warnings": 61,
    },
    "place": {
        "place.detailed.instances": 5148,
        "dp.final_hpwl_mm": 54.2,
        "globalplace.congestion": 0.868,
        "count_of_input_and_output_buffers": 27,
        "placement.setup.worst_slack_ns": 2.59,
        "place_area_sq_mm": 0.0398,
    },
    "min_path": {
        "hold_path_class": "register to register",
    },
    "run_status": {
        "status": "complete, no violations",
    },
}
==> metal layers <==
metal | up-vias | track usage, % | share of wire, %
met5 | - | 0 | 0
met4 | 0 | 3.49 | 1.9
met1 | 12400 | 28.2 | 48
li1 | 14800 | - | -
met2 | 251 | 32.3 | 47
met3 | 95 | 2.35 | 2.5
==> final timing paths <==
| check | end | from | slack, ns | cells past startpoint |
|---|---|---|---|---|
| max | cordic_chain_dut.genblk1[9].rotator_dut.X[11] | cordic_chain_dut.genblk1[8].rotator_dut.Z[16] | 2.55 | 10 |
| min | cordic_chain_dut.genblk1[13].rotator_dut.Z[1] | cordic_chain_dut.genblk1[12].rotator_dut.Z[1] | 0.32 | 0 |
| max reg2reg | cordic_chain_dut.genblk1[9].rotator_dut.X[11] | cordic_chain_dut.genblk1[8].rotator_dut.Z[16] | 2.55 | 10 |
| min reg2reg | cordic_chain_dut.genblk1[13].rotator_dut.Z[1] | cordic_chain_dut.genblk1[12].rotator_dut.Z[1] | 0.32 | 0 |
==> cell families after synthesis <==
| group | count (synthesis) |
|---|---|
| compound gates | 1056 |
| xor+xnor | 513 |
| fa+ha+maj | 578 |
| buf+inv | 305 |
| flops | 658 |
| mux | 52 |
| other cells | 1 |
| simple gates | 969 |
==> sequential cells by signal (all words and copies together), names as in the netlist <==
register,count
cordic_chain_dut.genblk1.rotator_dut.X,185
cordic_chain_dut.genblk1.rotator_dut.Y,185
cordic_chain_dut.genblk1.rotator_dut.Z,216
phase_controller_dut.angle_counter,16
phase_controller_dut.counter,14
phase_controller_dut.counter_reset,1
phase_controller_dut.inc_en,1
phase_controller_dut.phase_out,12
phase_controller_dut.quadrant_out,2
quarter_selector_dut.X,13
quarter_selector_dut.Y,13
==> cell type report <==
cell class	count	area, sq um
Timing Repair Buffer	39	360
Fill cell	6694	33700
Clock buffer	104	2150
Sequential cell	658	13300
Inverter	249	935
Tap cell	1030	1290
Clock inverter	32	313
Multi-Input combinational cell	3172	23900
==> cell usage after synthesis (24+ instances only) <==
cell type,count
sky130_fd_sc_hd__nor3_1,96
sky130_fd_sc_hd__ha_1,538
sky130_fd_sc_hd__o21a_1,86
sky130_fd_sc_hd__nand3_1,42
sky130_fd_sc_hd__a21o_1,121
sky130_fd_sc_hd__clkbuf_1,48
sky130_fd_sc_hd__nor2b_1,71
sky130_fd_sc_hd__nor2_1,374
sky130_fd_sc_hd__nand2b_1,45
sky130_fd_sc_hd__mux2i_1,35
sky130_fd_sc_hd__xnor2_1,334
sky130_fd_sc_hd__and3_1,25
sky130_fd_sc_hd__a31oi_1,41
sky130_fd_sc_hd__fa_1,40
sky130_fd_sc_hd__o21ai_0,208
sky130_fd_sc_hd__a211oi_1,50
sky130_fd_sc_hd__inv_1,248
sky130_fd_sc_hd__nand2_1,184
sky130_fd_sc_hd__a21oi_1,330
sky130_fd_sc_hd__o211ai_1,24
sky130_fd_sc_hd__dfxtp_1,643
sky130_fd_sc_hd__o21bai_1,30
sky130_fd_sc_hd__nand4_1,29
sky130_fd_sc_hd__or3_1,26
sky130_fd_sc_hd__xor2_1,178
==> placed cells by master (no fill, tap or decap), types with 15 or more instances in the layout <==
| cell | netlist | layout |
|---|---|---|
| sky130_fd_sc_hd__dfxtp_1 | 643 | 643 |
| sky130_fd_sc_hd__ha_1 | 538 | 538 |
| sky130_fd_sc_hd__nor2_1 | 374 | 374 |
| sky130_fd_sc_hd__xnor2_1 | 334 | 334 |
| sky130_fd_sc_hd__a21oi_1 | 330 | 330 |
| sky130_fd_sc_hd__inv_1 | 248 | 248 |
| sky130_fd_sc_hd__o21ai_0 | 208 | 208 |
| sky130_fd_sc_hd__nand2_1 | 184 | 184 |
| sky130_fd_sc_hd__xor2_1 | 178 | 178 |
| sky130_fd_sc_hd__a21o_1 | 121 | 121 |
| sky130_fd_sc_hd__nor3_1 | 96 | 96 |
| sky130_fd_sc_hd__o21a_1 | 86 | 86 |
| sky130_fd_sc_hd__clkbuf_16 | 0 | 75 |
| sky130_fd_sc_hd__nor2b_1 | 71 | 71 |
| sky130_fd_sc_hd__a211oi_1 | 50 | 50 |
| sky130_fd_sc_hd__nand2b_1 | 45 | 45 |
| sky130_fd_sc_hd__nand3_1 | 42 | 42 |
| sky130_fd_sc_hd__a31oi_1 | 41 | 41 |
| sky130_fd_sc_hd__fa_1 | 40 | 40 |
| sky130_fd_sc_hd__mux2i_1 | 35 | 35 |
| sky130_fd_sc_hd__o21bai_1 | 30 | 30 |
| sky130_fd_sc_hd__nand4_1 | 29 | 29 |
| sky130_fd_sc_hd__clkdlybuf4s50_1 | 0 | 27 |
| sky130_fd_sc_hd__or3_1 | 26 | 26 |
| sky130_fd_sc_hd__and3_1 | 25 | 25 |
| sky130_fd_sc_hd__o211ai_1 | 24 | 24 |
| sky130_fd_sc_hd__nor4_1 | 21 | 21 |
| sky130_fd_sc_hd__mux2_2 | 17 | 17 |
| sky130_fd_sc_hd__clkbuf_8 | 0 | 16 |
| sky130_fd_sc_hd__o31ai_1 | 15 | 15 |
| sky130_fd_sc_hd__clkinv_2 | 0 | 15 |
| sky130_fd_sc_hd__edfxtp_1 | 15 | 15 |
